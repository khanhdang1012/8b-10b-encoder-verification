==> flow/design.v <==
module enc5to6( input [4:0] datain, 
            input RD,
            output [5:0] dataout);
reg [5:0] abcdei_d;
assign dataout = abcdei_d;
always @(*) begin
	case (datain)
		0: begin if(!RD) abcdei_d= 6'b100111; else abcdei_d= 6'b011000; end
		1: begin if(!RD) abcdei_d= 6'b011101; else abcdei_d= 6'b100010; end
		2: begin if(!RD) abcdei_d= 6'b101101; else abcdei_d= 6'b010010; end
		3: begin  abcdei_d= 6'b110001; end
		4: begin if(!RD) abcdei_d= 6'b110101; else abcdei_d= 6'b001010; end
		5: begin abcdei_d= 6'b101001;  end
		6: begin abcdei_d= 6'b011001;  end
		7: begin if(!RD) abcdei_d= 6'b111000; else abcdei_d= 6'b000111; end
		8: begin if(!RD) abcdei_d= 6'b111001; else abcdei_d= 6'b000110; end
		9: begin  abcdei_d= 6'b100101; end
		10: begin abcdei_d= 6'b010101; end 
		11: begin abcdei_d= 6'b110100; end 
		12: begin abcdei_d= 6'b001101; end 
		13: begin abcdei_d= 6'b101100; end 
		14: begin abcdei_d= 6'b011100; end 
		15: begin if(!RD)abcdei_d= 6'b010111; else abcdei_d= 6'b101000;   end 
		16: begin if(!RD)abcdei_d= 6'b011011; else abcdei_d= 6'b100100;   end
		17: begin abcdei_d= 6'b100011; end 
		18: begin abcdei_d= 6'b010011; end 
		19: begin abcdei_d= 6'b110010; end 
		20: begin abcdei_d= 6'b001011; end 
		21: begin abcdei_d= 6'b101010; end 
		22: begin abcdei_d= 6'b011010; end 
		23: begin if(!RD)abcdei_d= 6'b111010; else abcdei_d= 6'b000101;   end 
		24: begin if(!RD)abcdei_d= 6'b110011; else abcdei_d= 6'b001100;   end 
		25: begin abcdei_d= 6'b100110; end 
		26: begin abcdei_d= 6'b010110; end 
		27: begin if(!RD)abcdei_d= 6'b110110; else abcdei_d= 6'b001001;   end 
		28: begin if(!RD)abcdei_d=6'b001111; else abcdei_d=6'b110000;     end    
		29: begin if(!RD)abcdei_d= 6'b101110; else abcdei_d= 6'b010001;   end 
		30: begin if(!RD)abcdei_d= 6'b011110; else abcdei_d= 6'b100001;   end 
		31: begin if(!RD)abcdei_d= 6'b101011; else abcdei_d= 6'b010100;   end 
	endcase
end
endmodule
==> flow/run.sh <==
#!/bin/bash
# OpenROAD 26Q1-2900-gdf79404cd8, Yosys 0.63+post, stock flow scripts
make -C /OpenROAD-flow-scripts/flow DESIGN_CONFIG=/design/flow/config.mk WORK_HOME=/design/flow/orfs finish
==> flow/config.mk <==
export PLATFORM = sky130hd
export DESIGN_NAME = enc5to6
export DESIGN_NICKNAME = enc5to6
export VERILOG_FILES = /design/flow/design.v
export SDC_FILE = /design/flow/constraint.sdc
export NUM_CORES = 4
export LEC_CHECK = 1
export CORE_AREA = 10 10 80 80
export DIE_AREA = 0 0 90 90
==> flow/constraint.sdc <==
current_design enc5to6

set clk_period 3.4
set clk_io_pct 0.2

create_clock -name clk0 -period $clk_period

set non_clock_inputs [all_inputs -no_clocks]
set_input_delay [expr $clk_period * $clk_io_pct] -clock clk0 $non_clock_inputs
set_output_delay [expr $clk_period * $clk_io_pct] -clock clk0 [all_outputs]
==> results.toml <==
# physical design summary
[power]
seqPwrFrac = 0
swShare = 0.491
vdd_drop_max_mv = 0.0593
comb_power_share = 1.000
internal_power_mw = 0.0626
p_leak_nw = 0.302
powerDensity_mw_per_mm2 = 132
p_clk_frac = 0
power_switching_mw = 0.0604

[synth]
area_leaders = "buf_6 13%, o21ai_0 5.9%, o22ai_1 4.1%, nand3_1 4.0%, a21oi_1 3.3%"
yosysWarnings = 1
syn-mean-instance-area_um2 = 7.16
yosysCellCount = 106
synth_area_leader_cell = "buf_6"
top_cell_area_share = 0.133
synth_area_um2 = 759
yosysUniqueCellTypes = 46
ys_chip_area_um2 = 759
synth_cells = 106
yosysSeqAreaShare = 0

[final_layout]
seq_cells = 0
drive_gt1_frac = 0.228
flop_area_um2 = 0
nClkBuffers = 0
mostFrequentLayoutCells = "12 x clkdlybuf4s50_1, 10 x buf_4, 9 x o21ai_0, 6 x nand3_1"
layout_top_cell = "clkdlybuf4s50_1"
num-fill-cells = 529
fin_util = 0.197
area.growth.synth_to_final_pct = 22.6

[critical_path]
arrival_ns = 2.56
crit_type = "primary input to output port"
required_ns = 2.72
endpoint_kind = "output port"
crit_path_top_delay_cell = "clkdlybuf4s50_1"
worst_path_largest_cell_delay_ns = 0.47
crit_fanout = 12
startpoint_type = "primary input"
path_cells = "clkdlybuf4s50_1 > buf_4 > buf_4 > or3_1 > o211ai_2 > o211ai_1 > nand3_1 > clkdlybuf4s50_1"

[route]
wirelength_um = 2170
drtIter0Drc = 54
antenna_cells_inserted = 0
vias_per_cell = 4.64
vias = 840
wire_per_inst_um = 12.0
drc = 0
detail-route-antenna-nets = 0
detail_route.first_pass.iterations = 4

[floorplanning]
placementRows = 25
coreArea_mm2 = 0.00472
die_h_um = 90
pin_count = 12
initCoreUtil = 0.161
die_area_mm2 = 0.00810
die_w_um = 90

[global_routing]
grt_use_total = 0.0515
grt_pass1_vias = 747
grt_pass1_wl_um = 3700
overflow = 0
grt_busiest_layer = "met2"
grt_use_met3 = 0.00168
grt_util_met2 = 0.0847
grt_util_met1 = 0.0750
antenna_found_initial = 0
grt_max_degree = 28

[final_timing]
clock.fmax_mhz = 308
fin_crit_ns = 3.24
slew_viol_final = 0
fin_tns_setup_ns = 0
finalSetupViolCount = 0
worstMarginPinSlew_ns = 0.413
fin_hold_ws_ns = 2.55
period_used_share = 0.954
maxSlewHeadroom = 0.721
hold_viol = 0
rsz0062_at_grt = "false"

[clock_network]
hold_buffers = 0

[min_path]
hold_depth = 5
min_from = "datain[1]"
hold_end = "dataout[0]"
hp-class = "primary input to output port"

[outcome]
status = "complete, no violations"

[placed_design]
gp_congestion = 0.941
io_buffers = 12
hpwl_um = 1670

[run]
tool_warnings = 32
drv_cap = 0
## per-stage QoR
stage,instance area [µm²],total power [mW],worst slack [ns],std cells
CTS,925,0.122,0.103,181
finish,931,0.123,0.156,181
floorplan,759,0.0825,1.24,106
global placement,925,0.122,0.129,181
detailed placement,925,0.122,0.122,181
global route,931,0.136,0.00458,181
## cell families after synthesis
logic type,count (synthesis),synth area share
multiplexers,1,0.0148
AND/OR/NAND/NOR,36,0.290
XOR/XNOR,2,0.0231
AND-OR/OR-AND,44,0.425
adder cells (fa/ha/maj),1,0.0148
buffers and inverters,22,0.232
## cells in the mapped netlist, types with 2 or more instances
cell type  count
buf_6          9
inv_2          3
inv_1          3
a21oi_1        5
nor2_1         5
o22ai_1        5
or3_1          3
nor4_2         2
o21ai_1        2
xor2_1         2
a31oi_1        2
nand3_1        6
o21ai_0        9
buf_4          3
o211ai_2       2
nor4b_1        2
a32oi_1        2
buf_2          3
o211ai_1       2
nand2b_1       4
nand2_1        5
nor3_1         3
## final cells by class
type               instances  area [µm²]  share of cell area
repair buffers            24         235               0.253
multi-input cells         84         589               0.633
inverters                  6        22.5              0.0242
well taps                 67        83.8              0.0901
## worst max-delay path by stage
stage	startpoint	end	slack (ns)	depth (start not counted)
after global routing	RD	dataout[2]	0.005	6
final	datain[4]	dataout[0]	0.16	8
after CTS	datain[0]	dataout[5]	0.10	7
## routing by layer
layer | up-vias | share of wire
met4 | 0 | 0.011
met2 | 41 | 0.47
met1 | 373 | 0.46
met3 | 2 | 0.053
li1 | 424 | -
met5 | - | 0
## critical path: cells and delay by family
kind	cells	cell delay, ns
buffers and inverters	4	1.22
and+or+nand+nor	2	0.47
AOI/OAI and AO/OA	2	0.20
## what timing repair did
action,CTS,global route
setup endpoints to repair,0,1
setup buffers,0,0
resized,0,1
## power groups by stage
stage     clock network, mW  logic (mW)  registers (mW)
4_1_cts                   0       0.122               0
5_1_grt                   0       0.136               0
6_report                  0       0.123               0
Power figures rest on the tool's default switching activity, not on a simulated workload.
