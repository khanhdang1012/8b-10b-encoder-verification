===== design/flow/design.v =====
module kcode8to10 (input [7:0] datain, 
            input RD,
            output [9:0] dataout);
	reg [9:0] outTemp;
	localparam K280 = 8'h1c,
			   K281 = 8'h3c,
			   K282 = 8'h5c,
			   K283 = 8'h7c,
			   K284 = 8'h9c,
			   K285 = 8'hbc,
			   K286 = 8'hdc,
			   K237 = 8'hf7,
			   K277 = 8'hfb,
			   K297 = 8'hfd,
			   K307 = 8'hfe;
	assign dataout = outTemp;
	always @(*) begin
		case (datain)
			K281: begin
				outTemp = (RD) ? 10'b110000_0110 : 10'b001111_1001;
			end
			K285: begin
				outTemp = (RD) ? 10'b110000_0101 : 10'b001111_1010;
			end
			K237: begin
				outTemp = (RD) ? 10'b000101_0111 : 10'b111010_1000;
			end
			default: outTemp = 10'b0;
		endcase
	end
endmodule

===== design/flow/run.sh =====
#!/bin/bash
# OpenROAD 26Q1-2900-gdf79404cd8, Yosys 0.63+post, stock flow scripts
make -C /OpenROAD-flow-scripts/flow DESIGN_CONFIG=/design/flow/config.mk WORK_HOME=/design/flow/orfs finish

===== design/flow/config.mk =====
export PLATFORM = sky130hd
export DESIGN_NAME = kcode8to10
export DESIGN_NICKNAME = kcode8to10
export VERILOG_FILES = /design/flow/design.v
export SDC_FILE = /design/flow/constraint.sdc
export NUM_CORES = 4
export LEC_CHECK = 1
export CORE_AREA = 10 10 70 70
export DIE_AREA = 0 0 80 80

===== design/flow/constraint.sdc =====
current_design kcode8to10

set clk_period 2.5
set clk_io_pct 0.2

create_clock -name clk0 -period $clk_period

set non_clock_inputs [all_inputs -no_clocks]
set_input_delay [expr $clk_period * $clk_io_pct] -clock clk0 $non_clock_inputs
set_output_delay [expr $clk_period * $clk_io_pct] -clock clk0 [all_outputs]

==> results.cfg <==
; physical design summary
[die]
overall_die_area_sq_mm = 0.00640
die.size.x_um = 80
pre_placement_core_utilization_pct = 4.54
io_pins = 19
die_h_um = 80
design.core.area_sq_mm = 0.00342
fp-row-count = 21

[power_and_ir_drop]
power.leakage_uw = 0.000193
power.ir.vdd_worst_v = 0.00000996
fin_total_pwr_uw = 29.7
pwr_density_cell_mw_per_mm2 = 74.0

[final_layout]
sequential_cell_area_sq_um = 0
n_fill_cell = 398
area_delta_synth_final_pct = 159
multi_input_combinational_cell_area_sq_um = 136
flops = 0
layout-drive-gt1-share_pct = 25.6
mostFrequentLayoutCell = sky130_fd_sc_hd__dlygate4sd2_1
fin_util_pct = 11.8
layout_top_cells_excl_fill_tap = 10 x sky130_fd_sc_hd__dlygate4sd2_1, 6 x sky130_fd_sc_hd__clkdlybuf4s50_1, 5 x sky130_fd_sc_hd__nand3_1
clock_buffer_count = 0

[detailed_routing]
avgRoutedWirePerCell_um = 8.26
vias = 246
post-route-drc-count = 0
via_per_inst = 2.76
antenna_violating_nets_left = 0
drtPass1Iterations = 2
routed_wirelength_um = 735
diodes = 0
drtIter0Drc = 9

[setup_path]
worstPathArrival_ns = 1.91
crit_chain = clkdlybuf4s50_1 > nor4b_4 > buf_4 > nand3_1 > a31oi_1 > dlygate4sd2_1
required_ns = 2.00
critical-path-slowest-cell = sky130_fd_sc_hd__clkdlybuf4s50_1
startpoint = datain[3]
cp_slowest_stage_delay_ns = 0.48
cp-endpoint = dataout[0]
critPathCaptureType = output pin
startpoint_type = primary input
timing.critical_path.fanout_max = 4
worst-setup-path-type = primary input to output pin

[placement]
routabilityCongestion = 0.701
detailedPlacementHpwl_um = 656
port_buffer_cells = 19

[synthesis]
ys_types = 12
yosys-stat-cells = 25
synthesis.instances = 25
yosys.stat.seqShare_pct = 0
ys_area_sq_um = 155
post_synth.cell_area_avg_sq_um = 6.21
synth-warning-count = 1
syn_area_sq_um = 155

[worst_hold_path]
holdCritPathClass = primary input to output pin

[grt]
grt_max_degree = 8
grt_use_met2_pct = 3.77
antenna_violations_before_repair = 0
grt-busiest-layer = met2
grt_pass1_vias = 237
global_route_wire_length_before_repair_um = 1150
globalRouteMet1Util_pct = 2.64
overflow = 0
gr-usage-all-layers_pct = 2.15
met3_usage_pct = 0.682

[sta]
hold_ws_ns = 1.65
relSlewSlack_pct = 81.1
tightestPinTransition_ns = 0.282
rsz0062_at_grt = no
fin_crit_ns = 2.41
timing.final.max_slew_violations = 0
final_period_utilization_pct = 96.3
hold_viol_final = 0
fmax_ghz = 0.416
total_setup_violations_reported_at_the_end_of_the_flow = 0

[status]
status = complete, no violations

[job]
drv.max_cap_violation_count = 0
warning_count = 32
where the power goes:
group | switching [uW] | leakage, uW | internal [uW]
registers | 0 | 0 | 0
clock network | 0 | 0 | 0
logic | 12.4 | 0.000193 | 17.3
layout make-up:
cell class                 instances  area share (%)
tap                               46            14.3
timing repair buffer              22            49.8
inverter                           2            1.87
multi-input combinational         19            34.0
how the worst min path moves through the flow:
stage | to | start | slack [ns] | cells after the start
CTS | dataout[7] | datain[6] | 1.77 | 5
global route | dataout[2] | datain[1] | 1.70 | 5
finish | dataout[5] | datain[6] | 1.65 | 5
kinds of logic (layout without fill, tap and decap cells):
group / count (synthesis) / after routing / share of synthesized area (%)
buffers and inverters: 6 / 24 / 24.2
AND-OR/OR-AND: 5 / 5 / 17.7
AND/OR/NAND/NOR: 14 / 14 / 58.1
cells in the mapped netlist:
| library cell | instances | area share [%] |
|---|---|---|
| sky130_fd_sc_hd__a21oi_1 | 3 | 9.7 |
| sky130_fd_sc_hd__a31oi_1 | 2 | 8.1 |
| sky130_fd_sc_hd__and4_1 | 1 | 5.6 |
| sky130_fd_sc_hd__buf_4 | 4 | 19 |
| sky130_fd_sc_hd__inv_1 | 1 | 2.4 |
| sky130_fd_sc_hd__inv_2 | 1 | 2.4 |
| sky130_fd_sc_hd__nand2_1 | 3 | 7.3 |
| sky130_fd_sc_hd__nand3_1 | 5 | 16 |
| sky130_fd_sc_hd__nand3b_1 | 1 | 4.8 |
| sky130_fd_sc_hd__nor2_1 | 1 | 2.4 |
| sky130_fd_sc_hd__nor3_1 | 2 | 6.5 |
| sky130_fd_sc_hd__nor4b_4 | 1 | 15 |
critical path, delay by kind of cell:
| kind | cells | cell delay [ns] |
|---|---|---|
| AOI/OAI and AO/OA | 1 | 0.18 |
| buffers and inverters | 3 | 0.88 |
| and+or+nand+nor | 2 | 0.34 |
repair_timing:
item | CTS | global route
hold buffers | 0 | 0
endpoints found under the hold margin | 0 | 0
gates resized | 16 | 4
setup buffers | 1 | 0
pin swaps | 4 | 3
endpoints found under the setup margin | 10 | 3
metrics by stage:
| stage | instance area (sq um) | setup TNS, ns | instances | setup WS, ns |
|---|---|---|---|---|
| global route | 402 | 0 | 89 | 0.00687 |
| detailed placement | 388 | -2.40 | 88 | -0.287 |
| global placement | 388 | -2.08 | 88 | -0.254 |
| finish | 402 | 0 | 89 | 0.0933 |
| floorplan | 155 | 0 | 25 | 0.728 |
| CTS | 400 | 0 | 89 | 0.00881 |
routing by layer:
metal	share of wire, %	up-vias
met3	15	0
met4	0	0
met5	0	-
li1	-	125
met1	41	108
met2	44	13
Power is estimated from default activity; no workload was simulated.
